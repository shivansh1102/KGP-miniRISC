--- design.v ---
`timescale 1ns / 1ps
module RegisterFile(
	input [4:0] readReg1,
	input [4:0] readReg2,
	input [4:0] writeReg,
	input clk,
	input rst,
	input [31:0] writeData,
	input writeControl,  
	output [31:0] readData1,
	output [31:0] readData2
	);
	reg signed [31:0] regFile [31:0];
	assign readData1 = regFile[readReg1];
	assign readData2 = regFile[readReg2];
	always @(posedge clk or posedge rst)
		begin
			if(rst)
			begin
				regFile[0]<=32'b00000000000000000000000000000000;
				regFile[1]<=32'b00000000000000000000000000000000;
				regFile[2]<=32'b00000000000000000000000000000000;
				regFile[3]<=32'b00000000000000000000000000000000;
				regFile[4]<=32'b00000000000000000000000000000000;
				regFile[5]<=32'b00000000000000000000000000000000;
				regFile[6]<=32'b00000000000000000000000000000000;
				regFile[7]<=32'b00000000000000000000000000000000;
				regFile[8]<=32'b00000000000000000000000000000000;
				regFile[9]<=32'b00000000000000000000000000000000;
				regFile[10]<=32'b00000000000000000000000000000000;
				regFile[11]<=32'b00000000000000000000000000000000;
				regFile[12]<=32'b00000000000000000000000000000000;
				regFile[13]<=32'b00000000000000000000000000000000;
				regFile[14]<=32'b00000000000000000000000000000000;
				regFile[15]<=32'b00000000000000000000000000000000;
				regFile[16]<=32'b00000000000000000000000000000000;
				regFile[17]<=32'b00000000000000000000000000000000;
				regFile[18]<=32'b00000000000000000000000000000000;
				regFile[19]<=32'b00000000000000000000000000000000;
				regFile[20]<=32'b00000000000000000000000000000000;
				regFile[21]<=32'b00000000000000000000000000000000;
				regFile[22]<=32'b00000000000000000000000000000000;
				regFile[23]<=32'b00000000000000000000000000000000;
				regFile[24]<=32'b00000000000000000000000000000000;
				regFile[25]<=32'b00000000000000000000000000000000;
				regFile[26]<=32'b00000000000000000000000000000000;
				regFile[27]<=32'b00000000000000000000000000000000;
				regFile[28]<=32'b00000000000000000000000000000000;
				regFile[29]<=32'b00000000000000000000000000000000;
				regFile[30]<=32'b00000000000000000000000000000000;
				regFile[31]<=32'b00000000000000000000000000000000;
			end
			else if (writeControl)
			begin
				regFile[writeReg] <= writeData;
			end
		end
endmodule
--- run.sh ---
#!/bin/bash
# OpenROAD 26Q1-2900-gdf79404cd8, Yosys 0.63+post, stock flow scripts
make -C /OpenROAD-flow-scripts/flow DESIGN_CONFIG=/design/flow/config.mk WORK_HOME=/design/flow/orfs finish
--- config.mk ---
export PLATFORM = sky130hd
export DESIGN_NAME = RegisterFile
export DESIGN_NICKNAME = RegisterFile
export VERILOG_FILES = /design/flow/design.v
export SDC_FILE = /design/flow/constraint.sdc
export NUM_CORES = 4
export LEC_CHECK = 1
export CORE_UTILIZATION = 40
--- constraint.sdc ---
current_design RegisterFile

set clk_period 6.8
set clk_io_pct 0.2

create_clock -name clk0 -period $clk_period [get_ports {clk}]

set non_clock_inputs [all_inputs -no_clocks]
set_input_delay [expr $clk_period * $clk_io_pct] -clock clk0 $non_clock_inputs
set_output_delay [expr $clk_period * $clk_io_pct] -clock clk0 [all_outputs]
==> impl_metrics.yaml <==
# synthesis and place-and-route metrics
timing:
  setup_slack_ns: -0.0594
  worst_pin_slew_ns: 1.13
  slew_headroom: 0.242
  fin_crit_ns: 6.86
  hold_violations: 0
  slew_violations: 0
  rsz0062_at_grt: "no"
  setup_viol: 1
  fmax_mhz: 146
  fin_skew_ns: 0
  fin_crit_sh: 1.01
  hold_ws_ns: 0.520
power_and_ir_drop:
  power.leakage_uw: 0.0261
  powerDensity_nw_per_um2: 293
  clockPowerShare: 0.375
  p_int_uw: 12400
  total_power_uw: 17500
  switching_power_uw: 5110
  power_switching_share: 0.292
  comb_power_share: 0.139
  vdd_drop_max_uv: 237
  power_frac_seq: 0.486
global_route:
  grt_overflow_total: 0
  antenna_found_initial: 22
  grt_max_degree: 122
  track_usage: 0.430
  grt_pass1_wl_um: 367000
  grt_pass1_vias: 43500
clock_network:
  cts_tree: "yes"
  postCtsHoldBufs: 0
  clock-sinks: 1024
  clk_pin_slew_ns: 0.06
  insertion_delay_ns: 0.76
  cts_setup_buffers: 0
  root_buffer: "clkbuf_16"
  cts_buffer_depth: 3
  htree_levels: 3
  cts_buffers: 113
  cts.repair.resized: 0
placed_design:
  pre_cts_ws_ns: 0.247
  placedCellCount: 5996
  io_buffer_count: 113
  globalplace.congestion: 1.02
  hpwl_um: 165000
finish:
  reg.largest.list: "regFile x1024"
  postLayoutCoreUtil: 0.473
  top_register: "regFile"
  largest_register_ffs: 1024
  n_fill_cell: 11200
  mi_logic_area_um2: 24000
  drive_above_1_share: 0.359
  seq_area_um2: 25600
  final_common_cell: "mux2_2"
  final-instance-count-excl-fill: 6215
  area_delta_synth_final_pct: 16.9
  most-common-layout-cells: "mux2_2 (1027), dfrtp_1 (1024), a22oi_1 (827)"
min_path:
  hold_start: "regFile[17][24]"
  hold_path_class: "reg -> reg"
  whs_path_depth: 1
logic_synthesis:
  edf_count: 0
  yosys.area.top_type_share: 0.502
  ys_ff: 1024
  async_reset_ff_frac: 1.00
  syn_area_per_cell_um2: 11.7
  topCellsByArea: "dfrtp_1 (50%), mux2_2 (23%), a22oi_1 (12%)"
  synth-area-yosys_um2: 51000
  ys_cells: 4352
  ys_types: 57
  ys.flop_type: "dfrtp_1"
  synthesis.area_um2: 51000
  ys.warnings.count: 2
  yosys.area.top_type: "dfrtp_1"
  synth_seq_share: 0.502
  synthCells: 4352
detailed_routing:
  drt_iter0_markers: 5638
  post-route-drc-count: 0
  wire_per_inst_um: 43.3
  ant_nets: 0
  avgViaCountPerCell: 7.12
  via_count: 44300
  wirelength_um: 269000
  drt_pass1_iterations: 9
status:
  violations: "negative setup slack"
  status: "complete, but fails checks"
floorplan:
  die_area_um2: 129000
  core_area_um2: 126000
  rows: 130
  pin_count: 114
  fp_util: 0.405
  chipWidth_um: 359
  die_h_um: 359
flow_run:
  maxCapViolCount: 0
  warnings: 45
worst_setup_path:
  path_class: "in -> out"
  crit_path_start: "readReg1[0]"
  r2r-start: "regFile[17][19]"
  critPathLaunchType: "primary input"
  end_kind: "primary output"
  reg2reg_depth: 1
  crit_required_ns: 5.44
  critPathMaxFanout: 12
  cp_data_arrival_time_ns: 5.50
-- path summary, 6_finish.rpt --
check / to / slack, ns
max in group asynchronous: regFile[28][1] / 4.39
min in group asynchronous: regFile[0][8] / 1.11
worst max-delay path: readData1[19] / -0.06
worst min-delay path: regFile[17][24] / 0.52
worst min register to register: regFile[17][24] / 0.52
worst max register to register: regFile[17][19] / 5.88
-- critical path: stages --
cell             delay (ns)
clkdlybuf4s50_1        0.95
nand2b_1               0.23
buf_4                  0.29
nor2_4                 0.66
buf_4                  0.32
nand2_1                0.23
o21ai_0                0.44
nor4_1                 0.19
a21oi_1                0.29
clkdlybuf4s50_1        0.52
-- cells in the mapped netlist (all sizes together) (16+ instances only) --
cell type,instances
a222oi,26
a22oi,827
buf,248
nand4,99
clkbuf,183
nor3,62
a22o,25
nand3,50
mux2,1031
nand2b,16
nor2,167
nand2,272
dfrtp,1024
a221oi,22
o21ai,20
nor4,39
a21oi,87
-- logic make-up after synthesis --
family | after synthesis | share of synthesized area
compound gates | 1078 | 0.157
simple gates | 774 | 0.0725
buf+inv | 436 | 0.0389
mux | 1040 | 0.229
flops | 1024 | 0.502
-- stage by stage --
stage	TNS (ns)	area [um^2]
2_1_floorplan	-8882.11	51000
3_3_place_gp	0	55700
3_5_place_dp	0	55700
4_1_cts	0	59600
5_1_grt	0	59600
6_report	-0.0594	59600
-- cell type report --
| cell class | count | share of cell area |
|---|---|---|
| repair buffers | 425 | 0.0668 |
| clock buffers | 157 | 0.0544 |
| diodes | 8 | 0.000336 |
| inverters | 5 | 0.000378 |
| multi-input cells | 2892 | 0.403 |
| flip-flops and latches | 1024 | 0.430 |
| well taps | 1650 | 0.0346 |
| clock inverters | 54 | 0.0112 |
-- metal layers --
metal | share of wire | up-vias | track usage
met3 | 0.17 | 1162 | 0.265
met5 | 0.0013 | - | 0.0133
met1 | 0.36 | 22400 | 0.564
li1 | - | 16900 | -
met4 | 0.070 | 34 | 0.209
met2 | 0.40 | 3839 | 0.563
-- power groups by stage --
stage	sequential [uW]	combinational [uW]	clock, uW
5_1_grt	8600	2580	6800
6_report	8500	2430	6550
4_1_cts	8430	2390	6570
Power and IR drop assume default switching activity.
