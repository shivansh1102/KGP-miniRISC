File: flow/config.mk
export PLATFORM = sky130hd
export DESIGN_NAME = branch_unit
export DESIGN_NICKNAME = branch_unit
export VERILOG_FILES = /design/flow/design.v
export SDC_FILE = /design/flow/constraint.sdc
export NUM_CORES = 4
export LEC_CHECK = 1
export CORE_AREA = 10 10 89 89
export DIE_AREA = 0 0 99 99
File: flow/constraint.sdc
current_design branch_unit

set clk_period 1.2
set clk_io_pct 0.2

create_clock -name clk0 -period $clk_period

set non_clock_inputs [all_inputs -no_clocks]
set_input_delay [expr $clk_period * $clk_io_pct] -clock clk0 $non_clock_inputs
set_output_delay [expr $clk_period * $clk_io_pct] -clock clk0 [all_outputs]
File: flow/design.v
`timescale 1ns / 1ps
module branch_unit(input[31:0] nextAddress, input[31:0] readData1, input[25:0] label0, input[20:0] label1, input LblSel, input JumpAddr, input branch, output[31:0] nextAddr);
wire[31:0] branch_21_26, outBranch;
sign_extend_branch signExtd(.label0(label0), .label1(label1), .lblSel(LblSel), .resultBits(branch_21_26));
mux_2_1 mux2b(.a(branch_21_26), .b(readData1), .selectPin(JumpAddr), .res(outBranch));
mux_2_1 mux2c(.a(nextAddress), .b(outBranch), .selectPin(branch), .res(nextAddr));
endmodule
`timescale 1ns / 1ps
module mux_2_1(
	input[31:0] a,
	input[31:0] b,
	input selectPin,
	output[31:0] res
    );
	assign res = (selectPin) ? b : a;
endmodule
`timescale 1ns / 1ps
module sign_extend_branch(
	input [25:0] label0,
	input [20:0] label1,
	input lblSel,
	output reg[31:0] resultBits
    );
	always @(*)
	begin
		if (lblSel == 0)  
		begin
			resultBits = {{6{label0[25]}}, label0[25:0]};
		end
		else  
		begin
			resultBits = {{11{label1[20]}}, label1[20:0]};
		end
	end
endmodule
File: flow/run.sh
#!/bin/bash
# OpenROAD 26Q1-2900-gdf79404cd8, Yosys 0.63+post, stock flow scripts
make -C /OpenROAD-flow-scripts/flow DESIGN_CONFIG=/design/flow/config.mk WORK_HOME=/design/flow/orfs finish
==> results.py <==
# Synthesis and PnR figures
metrics = {
    "power_and_ir_drop": {
        "clock_power_share": 0,
        "p_leak_nw": 1.22,
        "p_int_uw": 628,
        "p_sw_frac": 0.292,
        "pwr-share-comb": 1.000,
        "power.density_nw_per_um2": 340,
        "p_sw_uw": 260,
        "seqPwrFrac": 0,
        "vdd_ir_drop_max_mv": 0.138,
    },
    "synthesis": {
        "syn_avg_cell_area_um2": 9.20,
        "yosys_area_um2": 1050,
        "synth_cell_types": 16,
        "ys_cells": 114,
        "yosys_warnings": 1,
        "ys_seq_frac": 0,
        "post_synth_instance_area_um2": 1050,
        "syn_inst": 114,
    },
    "flow_run": {
        "max_cap_viol_count": 0,
        "warnings": 35,
    },
    "route": {
        "drt-wirelength-per-cell_um": 18.5,
        "wl_um": 6280,
        "vias": 1509,
        "ant_nets": 0,
        "dr.pass1.iters": 4,
        "drc": 0,
        "diodes": 0,
        "viasPerCell": 4.44,
        "drt_iter0_markers": 51,
    },
    "worst_setup_path": {
        "path_class": "input pin to output port",
        "worst_setup_path_end_kind": "output port",
        "worstPathArrival_ns": 1.32,
        "startpoint_type": "input pin",
        "cp_max_fo": 1,
        "required_ns": 0.96,
    },
    "floorplan": {
        "initial_core_util": 0.175,
        "io_pins": 146,
        "placeableCoreArea_um2": 5990,
        "die_y_um": 99,
        "dieArea_um2": 9800,
        "die_x_um": 99,
        "fp-row-count": 28,
    },
    "layout": {
        "seq_area_um2": 0,
        "instances_no_fill": 340,
        "area_growth_pct": 149,
        "drive_above_1_share": 0.343,
        "fin_area_um2": 2610,
        "nFillCells": 594,
        "ff_count": 0,
        "final.clkbuf_count": 0,
    },
    "min_path": {
        "hold_path_class": "input pin to output port",
        "hold_path_depth": 4,
        "hold_start": "label1[9]",
        "hold_end": "nextAddr[9]",
    },
    "grt": {
        "grt_first_pass_wirelength_um": 9320,
        "overflow": 0,
        "antenna_found_initial": 0,
        "grt_max_degree": 25,
        "track_usage": 0.117,
        "grt_pass1_vias": 1577,
    },
    "place": {
        "dpl_cell_area_um2": 2550,
        "portBuffers": 146,
        "place_inst": 329,
        "hpwl_um": 4910,
        "gp_congestion": 0.795,
    },
    "status": {
        "status": "finished with violations",
        "violations": "setup timing",
    },
    "sta": {
        "slew_headroom": 0.867,
        "worstMarginPinSlew_ns": 0.195,
        "hold_violations": 0,
        "period_minus_slack_ns": 1.56,
        "min_period_over_period": 1.30,
        "rsz0062_at_grt": "yes",
        "setup_slack_ns": -0.359,
        "setup_viol": 32,
        "max_freq_mhz": 642,
        "slew_violations": 0,
    },
    "cts": {
        "cts-hold-fix-buffers": 0,
    },
}
[how the worst max path moves through the flow]
stage	start	end	slack, ns	cells after the start
CTS	LblSel	nextAddr[24]	-0.36	6
global route	LblSel	nextAddr[18]	-0.38	6
finish	label1[18]	nextAddr[18]	-0.36	4
[metal layers]
metal | up-vias | wire, µm | track usage
li1 | 759 | - | -
met3 | 0 | 541 | 0.0366
met1 | 685 | 2620 | 0.145
met5 | - | 0 | 0
met4 | 0 | 0 | 0
met2 | 65 | 3120 | 0.204
[critical path, cell delays in order]
cell and delay, ns:
clkdlybuf4s50_1 0.40, mux2_4 0.26, a221o_1 0.31, buf_2 0.11
[power by group through the flow]
stage / Clock, mW / Combinational [mW] / Sequential, mW
4_1_cts: 0 / 0.894 / 0
5_1_grt: 0 / 0.962 / 0
6_report: 0 / 0.888 / 0
[cell usage after synthesis (all sizes together)]
cell    instances  area, µm²
a221o          25        250
and2            1       8.76
buf            12        128
clkbuf          2       7.51
inv             7       26.3
mux2           25        353
mux2i           1       10.0
nand2b          1       6.26
nand3           7       35.0
nor2b          26        163
o221ai          7       61.3
[repair_timing]
action	in CTS	in global routing
setup buffers	6	1
setup endpoints to repair	32	32
cloned	4	0
pin swaps	25	12
resized	185	4
endpoints found under the hold margin	0	0
[kinds of logic after synthesis]
kind of cell / share of synthesized area
buf+inv: 0.154
simple gates: 0.203
compound gates: 0.297
mux: 0.346
[cell usage in the layout (no fill, tap or decap)]
cell type         n
a221o_1          25
and2_2            1
and2_4            3
buf_12            6
buf_16            1
buf_2            33
buf_4             4
buf_6             6
clkbuf_4          1
clkdlybuf4s15_2   1
clkdlybuf4s50_1  66
dlygate4sd2_1    42
dlymetal6s2s_1    2
inv_1             7
mux2_4           25
mux2i_4           1
nand2b_4          1
nand3_1           7
nor2b_1          25
nor2b_4           1
o221ai_2          7
[final cells by class]
cell class	count	area [µm²]	area share
Timing Repair Buffer	162	1480	0.568
Inverter	7	26.3	0.0101
Multi-Input combinational cell	96	1010	0.386
Tap cell	75	93.8	0.0360
[stage by stage]
| stage | setup TNS (ns) | setup slack, ns | utilization | total power, mW | hold slack, ns |
|---|---|---|---|---|---|
| final | -8.21 | -0.359 | 0.435 | 0.888 | 0.910 |
| after global routing | -9.37 | -0.384 | 0.435 | 0.962 | 0.939 |
| after CTS | -8.05 | -0.364 | 0.430 | 0.894 | 1.01 |
| after detailed placement | -29.40 | -0.951 | 0.426 | 0.927 | 1.46 |
| after global placement | -28.54 | -0.938 | 0.426 | 0.921 | 1.44 |
| after floorplan | -1.63 | -0.0775 | - | 0.318 | 0.568 |
Power is estimated from default activity; no workload was simulated.
