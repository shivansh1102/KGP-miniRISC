[flow/design.v]
`timescale 1ns / 1ps
module ALU(input signed[31:0] a, input signed[31:0] b, input[3:0] ALUSel, output reg sign, output zero, output reg carry,output reg[31:0] result);
	wire[31:0] adderRes;
	wire[31:0] complRes;
	wire[31:0] xorRes;
	wire[31:0] andRes;
	wire[31:0] shiftRes;
	wire carry_out;
	wire[31:0] diffRes;
	wire[31:0] onesComp;
	Adder add1(.a(a), .b(b), .c_in(1'b0), .sum(adderRes), .c_out(carry_out));
	assign onesComp = ~b;
	Adder add2(.a(onesComp), .b(0), .c_in(1'b1),.sum(complRes), .c_out());
	assign xorRes = a^b;
	assign andRes = a&b;
	Shifter shift1(.a(a), .shiftamt(b), .op1(ALUSel[0]), .op2(ALUSel[1]), .res(shiftRes));
	Diff diff1(.a(a), .b(b), .ind(diffRes));
	always @(*) 
		begin
			case (ALUSel)
				4'b0000: begin
					result = adderRes;
					carry = carry_out;
				end
				4'b0001: result = complRes;
				4'b0010: result = andRes;
				4'b0011: result = xorRes;
				4'b0100: result = shiftRes;
				4'b0101: result = shiftRes;
				4'b0110: result = shiftRes;
				4'b1001: result = diffRes;
				default: result = a;
			endcase
		end
	assign zero = (result==0)?1'b1:1'b0;
	always@(result)
		begin
			if(result[31]==1'b0)sign=1'b0;
			else sign = 1'b1;
		end
endmodule
`timescale 1ns / 1ps
module Adder(input[31:0] a, input[31:0] b, input c_in, output[31:0] sum, output c_out);
	wire c_out1;        
	CLA_16bit CLA1 (.a(a[15:0]), .b(b[15:0]), .c_in(c_in), .sum(sum[15:0]), .c_out(c_out1));
	CLA_16bit CLA2 (.a(a[31:16]), .b(b[31:16]), .c_in(c_out1), .sum(sum[31:16]), .c_out(c_out));
endmodule
`timescale 1ns / 1ps
module CLA_16bit(input [15:0] a, input [15:0] b, input c_in, output [15:0] sum, output c_out);
    parameter k = 1'b1;
    wire [3:0] p, g, c;
    CLA_4bit cla1(.a(a[3:0]), .b(b[3:0]), .c_in(c_in), .sum(sum[3:0]), .c_out(), .P(p[0]), .G(g[0]));
    CLA_4bit cla2(.a(a[7:4]), .b(b[7:4]), .c_in(c[1]), .sum(sum[7:4]), .c_out(), .P(p[1]), .G(g[1]));
    CLA_4bit cla3(.a(a[11:8]), .b(b[11:8]), .c_in(c[2]), .sum(sum[11:8]), .c_out(), .P(p[2]), .G(g[2]));
    CLA_4bit cla4(.a(a[15:12]), .b(b[15:12]), .c_in(c[3]), .sum(sum[15:12]), .c_out(), .P(p[3]), .G(g[3]));
    lookahead_carry_unit lcu(.p(p), .g(g), .c_in(c_in), .c(c), .c_out(c_out));
endmodule
`timescale 1ns / 1ps
module CLA_4bit(input [3:0] a,input [3:0] b, input c_in, output [3:0] sum, output c_out, P, G);
    wire [3:0] p, g;       
    wire [3:0] c;          
    assign p = a ^ b;        
    assign g = a & b;        
    assign c[0] = c_in;
    assign c[1] = g[0] | (p[0] & c_in);
    assign c[2] = g[1] | (p[1] & g[0]) | (p[1] & p[0] & c_in);
    assign c[3] = g[2] | (p[2] & g[1]) | (p[2] & p[1] & g[0]) | (p[2] & p[1] & p[0] & c_in);
    assign sum = p ^ c;
    assign P = p[3] & p[2] & p[1] & p[0];
    assign G = g[3] | (p[3] & g[2]) | (p[3] & p[2] & g[1]) | (p[3] & p[2] & p[1] & g[0]);
    assign c_out = G + (P & c_in);
endmodule
`timescale 1ns / 1ps
module Diff(input signed[31:0] a, input signed[31:0] b, output reg[31:0] ind);
	wire[31:0] xorAB;
	wire[31:0] onesCompl;
	wire[31:0] compl;
	wire[31:0] ans;
	assign xorAB = a^b;
	assign onesCompl = ~xorAB;
	Adder add3(.a(onesCompl), .b(0), .c_in(1'b1), .sum(compl), .c_out());
	assign ans = xorAB & compl;
	always @(*)
		begin
			case (ans)
				32'b00000000000000000000000000000001: ind = 32'd0;
				32'b00000000000000000000000000000010: ind = 32'd1;
				32'b00000000000000000000000000000100: ind = 32'd2;
				32'b00000000000000000000000000001000: ind = 32'd3;
				32'b00000000000000000000000000010000: ind = 32'd4;
				32'b00000000000000000000000000100000: ind = 32'd5;
				32'b00000000000000000000000001000000: ind = 32'd6;
				32'b00000000000000000000000010000000: ind = 32'd7;
				32'b00000000000000000000000100000000: ind = 32'd8;
				32'b00000000000000000000001000000000: ind = 32'd9;
				32'b00000000000000000000010000000000: ind = 32'd10;
				32'b00000000000000000000100000000000: ind = 32'd11;
				32'b00000000000000000001000000000000: ind = 32'd12;
				32'b00000000000000000010000000000000: ind = 32'd13;
				32'b00000000000000000100000000000000: ind = 32'd14;
				32'b00000000000000001000000000000000: ind = 32'd15;
				32'b00000000000000010000000000000000: ind = 32'd16;
				32'b00000000000000100000000000000000: ind = 32'd17;
				32'b00000000000001000000000000000000: ind = 32'd18;
				32'b00000000000010000000000000000000: ind = 32'd19;
				32'b00000000000100000000000000000000: ind = 32'd20;
				32'b00000000001000000000000000000000: ind = 32'd21;
				32'b00000000010000000000000000000000: ind = 32'd22;
				32'b00000000100000000000000000000000: ind = 32'd23;
				32'b00000001000000000000000000000000: ind = 32'd24;
				32'b00000010000000000000000000000000: ind = 32'd25;
				32'b00000100000000000000000000000000: ind = 32'd26;
				32'b00001000000000000000000000000000: ind = 32'd27;
				32'b00010000000000000000000000000000: ind = 32'd28;
				32'b00100000000000000000000000000000: ind = 32'd29;
				32'b01000000000000000000000000000000: ind = 32'd30;
				32'b10000000000000000000000000000000: ind = 32'd31;
				default: ind = 32'd32;
			endcase
		end
endmodule
`timescale 1ns / 1ps
module Shifter(
	input signed [31:0] a, 
	input [31:0] shiftamt,
	input op1, 
	input op2,
	output reg [31:0] res
   );
	always @(*)
		begin
			if(!op1 && !op2) 
			begin
				res = a << shiftamt;
			end
			else if(op1 && !op2)
			begin
				res = a >> shiftamt;
			end
			else if(!op1 && op2)
			begin
				res = a >>> shiftamt;
			end
			else
			begin
				res = 1'b0;
			end
		end
endmodule
`timescale 1ns / 1ps
module lookahead_carry_unit(input [3:0] p, input [3:0] g, input c_in, output [3:0] c, output c_out);
    assign c[0] = c_in;
    assign c[1] = g[0] | (p[0] & c[0]);
    assign c[2] = g[1] | (p[1] & g[0]) | (p[1] & p[0] & c[0]);
    assign c[3] = g[2] | (p[2] & g[1]) | (p[2] & p[1] & g[0]) | (p[2] & p[1] & p[0] & c[0]);
    assign c_out = g[3] | (p[3] & g[2]) | (p[3] & p[2] & g[1]) | (p[3] & p[2] & p[1] & g[0]) | (p[3] & p[2] & p[1] & p[0] & c[0]);
endmodule
[flow/run.sh]
#!/bin/bash
# OpenROAD 26Q1-2900-gdf79404cd8, Yosys 0.63+post, stock flow scripts
make -C /OpenROAD-flow-scripts/flow DESIGN_CONFIG=/design/flow/config.mk WORK_HOME=/design/flow/orfs finish
[flow/config.mk]
export PLATFORM = sky130hd
export DESIGN_NAME = ALU
export DESIGN_NICKNAME = ALU
export VERILOG_FILES = /design/flow/design.v
export SDC_FILE = /design/flow/constraint.sdc
export NUM_CORES = 4
export LEC_CHECK = 1
export CORE_UTILIZATION = 30
[flow/constraint.sdc]
current_design ALU

set clk_period 20.6
set clk_io_pct 0.2

create_clock -name clk0 -period $clk_period

set non_clock_inputs [all_inputs -no_clocks]
set_input_delay [expr $clk_period * $clk_io_pct] -clock clk0 $non_clock_inputs
set_output_delay [expr $clk_period * $clk_io_pct] -clock clk0 [all_outputs]
==> flow_metrics.py <==
# Generated from Yosys and OpenROAD reports
metrics = {
    "status": {
        "status": "finished, final reports clean",
    },
    "synth": {
        "avgSynthCellArea_um2": 7.13,
        "ff_type": "dlxtp_1",
        "synthesis.area_mm2": 0.00953,
        "synth-xor-area-share": 0.0257,
        "ys_chip_area_mm2": 0.00953,
        "logic_family": "AND-OR/OR-AND gates",
        "edf_count": 0,
        "ys_sh_simple": 0.237,
        "yosysWarnings": 3,
        "adder_share": 0.0693,
        "synthAoiAreaFrac": 0.345,
        "ys_cells": 1337,
        "async_flop_share": 0,
        "ys.flops": 1,
        "syn_inst": 1337,
        "yosysUniqueCellTypes": 94,
        "mux_area_frac": 0.243,
    },
    "power": {
        "vdd_ir_drop_max_mv": 0.0171,
        "powerDensity_mw_per_mm2": 28.0,
        "leakage_uw": 0.00387,
    },
    "sta": {
        "worst_pin_slew_ns": 0.901,
        "unclocked_pins": 1,
        "post-route-period-util": 0.742,
        "untimed_endpoints": 2,
        "tns_ns": 0,
        "fin_crit_ns": 15.28,
        "setup_violations": 0,
        "max_slew_margin": 0.394,
        "finalHoldViolCount": 0,
        "hold_ws_ns": 9.49,
        "drv_slew": 0,
        "max_freq_mhz": 65.4,
        "rsz0062_at_grt": "no",
    },
    "routing": {
        "ant_nets": 0,
        "viasPerCell": 7.03,
        "firstDrtPassIters": 9,
        "wl_mm": 59.2,
        "route.detailed.drc": 0,
        "first_iter_violations": 1528,
        "post_drt_wl_per_cell_um": 33.9,
        "num_vias": 12300,
    },
    "global_route": {
        "grt_use_met3": 0.119,
        "grt_start_max_net_pins": 63,
        "gr-total-overflow": 0,
        "grt_pass1_vias": 11800,
        "grt_pass1_wl_mm": 85.2,
        "antenna_found_initial": 3,
        "use_met1": 0.466,
        "grt_busiest_layer": "met2",
        "track_usage": 0.367,
        "grtUsageMet2": 0.560,
    },
    "flow_run": {
        "max-cap-violations": 0,
        "warnings": 32,
    },
    "placed_design": {
        "hpwl_mm": 44.5,
        "port_buffers": 103,
        "place_congestion": 1.07,
        "dp.cells": 1743,
    },
    "cells_and_area": {
        "area_delta_synth_final_pct": 14.4,
        "fin_cells": 1745,
        "largest_register_ffs": 1,
        "drive_above_1_share": 0.137,
    },
    "worst_hold_path": {
        "hp-class": "in2out",
    },
    "clock_network": {
        "postCtsHoldBufs": 0,
        "cts_resized": 0,
        "post-cts-setup-buffers": 0,
    },
    "critical_path": {
        "crit_fanout": 12,
        "slowest_delay_ns": 0.77,
        "path_cells": "clkdlybuf4s50_1 -> ha_1 -> and4_1 -> o2111ai_1 -> and3b_1 -> o31ai_1 -> o21ai_0 -> a211oi_1 -> a21o_1 -> fa_1 -> a221oi_1 -> o311ai_0 -> nor4b_1 -> or4b_1 -> nor4_2 -> nand3_1 -> nor4b_2 -> clkdlybuf4s50_1",
        "crit_top_cell": "clkdlybuf4s50_1",
        "crit_type": "in2out",
        "arrival_ns": 11.16,
        "crit_required_ns": 16.48,
        "cp-end-kind": "output port",
        "cp-start-kind": "primary input",
        "slowest_stage": "a211oi_1",
    },
    "die": {
        "fp.coreArea_mm2": 0.0309,
        "die_x_um": 180,
        "pin_count": 103,
        "die_h_um": 180,
        "row_count": 64,
        "fp_util": 0.308,
        "die-area_mm2": 0.0325,
    },
}
-- cells by family after synthesis --
group | count (synthesis)
simple gates | 444
xor+xnor | 28
compound gates | 476
mux | 152
buf+inv | 188
latches | 1
fa+ha+maj | 48
-- power by group --
part / switching (uW) / internal (uW) / total (uW) / leakage [uW]
sequential: 0.00426 / 0.103 / 0.107 / 0.00000782
clock: 0 / 0.0000130 / 0.0000131 / 0.0000000127
combinational: 186 / 118 / 305 / 0.00386
total: 186 / 119 / 305 / 0.00387
-- per-stage QoR --
step	cell area [um^2]	setup WS, ns	util	total power [uW]
global route	10900	4.97	0.353	321
detailed placement	10900	5.46	0.353	295
floorplan	9530	8.19	-	174
global placement	10900	5.57	0.353	298
finish	10900	5.32	0.353	305
CTS	10900	5.43	0.353	297
-- layout make-up --
class	instances	area, um^2
multi-input combinational	1148	8800
inverter	40	150
fill	3317	20000
timing repair buffer	158	1430
antenna	2	5.00
tap	396	495
sequential	1	15.0
-- path summary, 6_finish.rpt --
check | from | to | slack, ns | cells after the start
worst min-delay path | a[26] | result[26] | 9.49 | 5
worst max-delay path | a[9] | zero | 5.32 | 18
-- cell usage in the layout (no fill, tap or decap), types with 9 or more instances in the layout --
cell type        netlist  final
clkdlybuf4s50_1        0     99
nor3_1                34     34
or4_1                  9      9
nand3_1               42     42
or2_2                 11     11
mux4_2                61     61
o22ai_1               18     17
o21a_1                 9      9
nor4_1                27     26
a31oi_1               36     36
o221ai_1              11     11
nand4_1               13     13
nand2b_1              19     19
and2_1                13     13
a21o_1                17     17
mux2i_1               64     64
o21ai_0               77     77
nand2_1              102    102
xor2_1                12     12
o31ai_1               18     18
a211oi_1              29     29
ha_1                  40     40
inv_1                 38     38
buf_4                  1     58
a221oi_1              23     23
nor2_1               116    116
a21oi_1               92     92
xnor2_1               16     16
o211ai_1              16     16
mux2_2                27     27
a22oi_1               11     11
a221o_1                9      9
-- worst max-delay path: cells and delay by family --
family | cells | cell delay [ns]
adders and majority gates | 2 | 1.07
AOI/OAI and AO/OA | 7 | 2.45
buffers and inverters | 2 | 1.21
and+or+nand+nor | 7 | 2.29
-- per-layer routing --
| metal | vias up | routed length [um] |
|---|---|---|
| met5 | - | 35 |
| met4 | 4 | 3640 |
| met3 | 169 | 6490 |
| met2 | 800 | 26100 |
| met1 | 5993 | 22900 |
| li1 | 5301 | - |
-- synth_stat cells (12+ instances only) --
cell | n | share of area
mux4_2 | 61 | 0.14
nand2b_1 | 19 | 0.012
a31oi_1 | 36 | 0.024
nor3_1 | 34 | 0.018
mux2i_1 | 64 | 0.067
a211oi_1 | 29 | 0.023
o22ai_1 | 18 | 0.012
xor2_1 | 12 | 0.011
nand4_1 | 13 | 0.0085
o211ai_1 | 16 | 0.013
o21ai_0 | 77 | 0.040
a21oi_1 | 92 | 0.048
nand3_1 | 42 | 0.022
ha_1 | 40 | 0.053
inv_1 | 38 | 0.015
xnor2_1 | 16 | 0.015
mux2_2 | 27 | 0.032
o31ai_1 | 18 | 0.014
buf_2 | 21 | 0.011
and2_1 | 13 | 0.0085
buf_1 | 22 | 0.0087
clkbuf_1 | 101 | 0.040
nand2_1 | 102 | 0.040
a221oi_1 | 23 | 0.021
a21o_1 | 17 | 0.013
nor2_1 | 116 | 0.046
nor4_1 | 27 | 0.018
Power figures rest on the tool's default switching activity, not on a simulated workload.
